--- design/flow/design.v ---
module Mbledhesi_1bit(
    input A,
    input B,
    input CIN,
    output SUM,
    output COUT
    );
assign SUM = CIN ^ A ^ B;
assign COUT = CIN & A | CIN & B | A & B;
endmodule
module mux2ne1(
    input Hyrja0,
    input Hyrja1,
    input S,
    output Dalja
    );
assign Dalja = S ? Hyrja1 : Hyrja0;
endmodule
module mux8to1 (
  input Hyrja0,
  input Hyrja1,
  input Hyrja2,
  input Hyrja3,
  input Hyrja4,
  input Hyrja5,
  input Hyrja6,
  input Hyrja7,
  input [2:0] S,
  output Dalja
);
assign Dalja = (S == 3'b000) ? Hyrja0 :
                (S == 3'b001) ? Hyrja1 :
                (S == 3'b010) ? Hyrja2 :
                (S == 3'b011) ? Hyrja3 :
                (S == 3'b100) ? Hyrja4 :
                (S == 3'b101) ? Hyrja5 :
                (S == 3'b110) ? Hyrja6 : Hyrja7; 
endmodule
module ALU_1bit(
    input A,
    input B,
    input LESS,
    input CIN,
    input BInvert,
  	input [2:0] Operation,
    output Result,
    output COUT,
  	output Set
    );
wire JoB, mB, Dhe, Ose, Xor, Mbledhesi;
assign JoB = ~B;
mux2ne1 muxB(B, JoB, BInvert, mB);
assign Dhe = A & mB;
assign Ose = A | mB;
assign Xor = A ^  mB;
Mbledhesi_1bit Adder(A, mB, CIN, Mbledhesi, COUT);
assign Set = Mbledhesi;
  mux8to1 muxALU(Dhe,LESS, Ose, Xor, Mbledhesi, Mbledhesi, Mbledhesi, Mbledhesi, Operation, Result);
endmodule
--- design/flow/run.sh ---
#!/bin/bash
# OpenROAD 26Q1-2900-gdf79404cd8, Yosys 0.63+post, stock flow scripts
make -C /OpenROAD-flow-scripts/flow DESIGN_CONFIG=/design/flow/config.mk WORK_HOME=/design/flow/orfs finish
--- design/flow/config.mk ---
export PLATFORM = sky130hd
export DESIGN_NAME = ALU_1bit
export DESIGN_NICKNAME = ALU_1bit
export VERILOG_FILES = /design/flow/design.v
export SDC_FILE = /design/flow/constraint.sdc
export NUM_CORES = 4
export LEC_CHECK = 1
export CORE_AREA = 10 10 70 70
export DIE_AREA = 0 0 80 80
--- design/flow/constraint.sdc ---
current_design ALU_1bit

set clk_period 1.8
set clk_io_pct 0.2

create_clock -name clk0 -period $clk_period

set non_clock_inputs [all_inputs -no_clocks]
set_input_delay [expr $clk_period * $clk_io_pct] -clock clk0 $non_clock_inputs
set_output_delay [expr $clk_period * $clk_io_pct] -clock clk0 [all_outputs]
==> reports/results.tsv <==
metric	value	unit
Global Route Usage Sum	1.73	%
DP Wirelength	510	µm
startpoint types	input port	
Final ANT Viol Nets	0	
Synth top area share	20.4	%
Crit Path Max Fanout	2	
gpl congestion	0.653	
Synth Seq Share	0	%
first-pass GRT wire length	890	µm
Final TNS setup	-202	ps
WP data arrival	1640	ps
fillers	400	
vias per std cell	2.04	
Leak	0.152	nW
diode count	0	
worst hold slack	1330	ps
failing checks	negative setup slack	
Max Fclk	499	MHz
drt wl/cell	6.71	µm
Yosys Chip Area	123	µm²
crit path kind	input port to output port	
Hold Crit Start	B	
worst-margin pin slew	334	ps
outcome	finished with violations	
initial antenna violation count	0	
yosys cell count	15	
residual DRC count	0	
Worst Setup End Kind	output port	
final slew viol count	0	
most frequent cells after synthesis	6 x inv_1, 2 x ha_1, 2 x nor2b_1	
Worst Setup SP	BInvert	
MaxCap Viol Count	0	
Sequential Area	0	µm²
layout cells sized above 1	50.0	%
synthesized cell area	123	µm²
vias in the first global route	186	
Synth-to-Final Area Change	189	%
DRT iter0 DRCs	0	
largest net degree at the start of global routing	4	
die footprint	6400	µm²
Worst VDD drop	58.6	µV
DR vias	159	
PnR worst setup slack	-202	ps
WL final	523	µm
first drt pass iteration count	1	
Synth area leader	ha_1	
Die Wd	80	µm
Synth warnings	0	
Flop Count	0	
period utilisation layout	111	%
Tool Warnings	35	
global route overflow	0	
clkbuf count	0	
CP required	1440	ps
PnR Total Power	91.0	µW
post-route minimum period	2000	ps
Core ar.	3420	µm²
most frequent cell after synthesis	inv_1	
num rows	21	
min-delay worst type	input port to output port	
Syn Inst Count	15	
Distinct cells, synth	8	
Slew headroom	77.7	%
Port Buffers	11	
setup violators final	1	
RSZ-0062 raised after global routing	yes	
power per cell area	257	nW/µm²
top cells by area, synth	ha_1 20%, inv_1 18%, fa_1 16%, a2111oi_2 12%, nor2b_1 10%	
Initial Util	3.59	%
Fin. Hold Viols	0	
Top-Level Pins	11	
syn avg cell area	8.17	µm²
DIE HEIGHT	80	µm
[cell families after synthesis]
| logic type | count (synthesis) | share of synthesized area [%] |
|---|---|---|
| muxes | 1 | 8.16 |
| xor gates and xnor gates | 1 | 7.14 |
| and+or+nand+nor | 2 | 10.2 |
| buffers and inverters | 6 | 18.4 |
| AOI/OAI and AO/OA | 2 | 19.4 |
| adders and majority gates | 3 | 36.7 |
[worst paths after layout]
check,endpoint,slack [ps],cells after the start
setup / recovery,Result,-200,7
hold / removal,Set,1330,7
[report_power, final]
| part | internal, mW | total [mW] | switching [mW] |
|---|---|---|---|
| combinational | 0.0589 | 0.0910 | 0.0320 |
| clock | 0 | 0 | 0 |
| sequential | 0 | 0 | 0 |
[layout make-up]
| cell class | instances | area, µm² | area share [%] |
|---|---|---|---|
| Inverter | 6 | 22.5 | 6.36 |
| Timing Repair Buffer | 17 | 149 | 42.0 |
| Multi-Input combinational cell | 9 | 125 | 35.3 |
| Tap cell | 46 | 57.6 | 16.3 |
[per-stage QoR]
stage               area, µm²  cells  setup slack (ps)  utilization, %
finish                    354     78              -202            10.4
global route              354     78              -287            10.4
CTS                       332     78              -244            9.71
detailed placement        328     77             -1000            9.60
global placement          328     77             -1000            9.60
floorplan                 123     15               168               -
[per-layer routing]
metal  global-route usage [%]  wire [µm]  up-vias  part of all wire, %
met3                    0.909         57        0                   11
li1                         -          -       81                    -
met2                     2.57        221        7                   42
met4                        0          0        0                    0
met5                        0          0        -                    0
met1                     2.32        245       71                   47
[critical path, stage by stage]
cell and delay (ps):
buf_8 100, xor2_4 160, inv_2 60, fa_1 450
buf_4 150, a221oi_2 240, buf_2 130
[timing repair]
item,4_1_cts,5_1_grt
endpoints found under the setup margin,3,3
pin swaps,3,3
hold buffers,0,0
setup buffers,1,0
gates resized,23,4
[cell usage in the layout, fill, tap and decap left out]
cell	n
a221oi_2	1
inv_1	3
dlygate4sd2_1	2
inv_2	3
buf_8	1
mux2i_1	1
buf_6	1
buf_2	2
xor2_4	1
nor2b_1	2
clkdlybuf4s15_1	1
buf_4	6
fa_1	1
clkdlybuf4s50_1	4
a2111oi_2	1
ha_1	2
Power figures rest on the tool's default switching activity, not on a simulated workload.
