==> ./design.v <==
module RegisterFile(
  input[1:0] RS,
  input[1:0] RT,
  input[1:0] RD,
  input[15:0] WriteData,
  output[15:0] ReadRS,
  output[15:0] ReadRT,
input RegWrite,
input Clock);
  reg[15:0] Registers[3:0];
always @ (posedge Clock)
begin
if(RegWrite) Registers[RD] <= WriteData;
end
assign ReadRS = Registers[RS];
assign ReadRT = Registers[RT];
endmodule
==> ./run.sh <==
#!/bin/bash
# OpenROAD 26Q1-2900-gdf79404cd8, Yosys 0.63+post, stock flow scripts
make -C /OpenROAD-flow-scripts/flow DESIGN_CONFIG=/design/flow/config.mk WORK_HOME=/design/flow/orfs finish
==> ./config.mk <==
export PLATFORM = sky130hd
export DESIGN_NAME = RegisterFile
export DESIGN_NICKNAME = RegisterFile
export VERILOG_FILES = /design/flow/design.v
export SDC_FILE = /design/flow/constraint.sdc
export NUM_CORES = 4
export LEC_CHECK = 1
export CORE_UTILIZATION = 30
==> ./constraint.sdc <==
current_design RegisterFile

set clk_period 4.2
set clk_io_pct 0.2

create_clock -name clk0 -period $clk_period [get_ports {Clock}]

set non_clock_inputs [all_inputs -no_clocks]
set_input_delay [expr $clk_period * $clk_io_pct] -clock clk0 $non_clock_inputs
set_output_delay [expr $clk_period * $clk_io_pct] -clock clk0 [all_outputs]
==> out/qor.csv <==
metric;value;unit
cts_inserted_buffers;9;
peak_ir_drop_on_the_vdd_network;0.0003447;V
fin_crit;3.496;ns
start_kind;input port;
cp_cell_sequence;clkdlybuf4s50_1, buf_4, mux4_1, clkdlybuf4s50_1;
rsz0062_at_grt;false;
clk_transition_reported_paths;0.06;ns
worst-endpoint-required;3.36;ns
clock-sinks;64;
ant_nets;0;
remaining_drc_errors;0;
critical_path.max_fanout;16;
cts_resized;0;
synthesis.area;2801;µm²
min-delay-path-class;in2reg;
globalRoute.totalOverflow;0;
ys_seq_elements;64;
yosys_instances;108;
synth_cell_type_count;9;
report.final.setup_viol;0;
detailedRoute.firstPassIterationCount;3;
synth_largest_type_area_fraction;68.60;%
flow.area_growth_from_synthesis;29.88;%
static_leak;1.208;nW
outcome;finished, final reports clean;
final-seq-area;1922;µm²
synthesis.area_per_instance;25.94;µm²
largest-register;Registers;
largest_reg_flops;64;
grt_pass1_vias;1626;
postRouteWirelength;5.178;mm
path_class;in2out;
tritoncts;built;
detailroute.wirelength.met3;687;µm
crit_start;RT[0];
die_w;98.64;µm
dr.first_iter.drc_count;71;
chipArea;9729;µm²
post-route-util;40.92;%
worst_pin_slew;0.9195;ns
synth.top_cells.by_count;edfxtp_1 (64), mux4_2 (20), mux4_1 (12);
ys_seq_share;68.60;%
max_clock_freq;286.0;MHz
clock_path_buffers;2;
met1_length;1.923;mm
delay_of_the_slowest_cell_on_the_worst_path;0.62;ns
globalplace.congestion;0.7274;
routed-wl-met2;2.525;mm
fin_hold_ws;1.149;ns
n_fill_cell;768;
hold_bufs_inserted_after_cts;0;
async_flop_share;0;%
reg.largest.list;Registers x64;
maxUsedRoutingLayer;met4;
critical-path-top-cell-by-count;clkdlybuf4s50_1;
h-tree-depth;3;
period_used_share;83.24;%
finalInstanceArea;3638;µm²
ys_dominant_reg_cell;edfxtp_1;
fp.coreArea;8891;µm²
synth_top_cell_by_count;edfxtp_1;
detailroute.via_count;1432;
topCellsByArea;edfxtp_1 (69%), mux4_2 (16%), mux4_1 (11%);
cp_arrival;2.66;ns
worst_setup_path_end_kind;output port;
floorplan.die.height;98.64;µm
vias_per_cell;5.025;
chip_area_in_the_yosys_report;2801;µm²
antenna_found_initial;0;
grtUsageTotal;12.44;%
edf_count;64;
hold_viol;0;
floorplanUtilization;31.51;%
log.warning_count;25;
placed_cell_area;3462;µm²
rows;34;
post_drt_wl_per_cell;18.17;µm
cts_post_setup_buffers_inserted;0;
multiInputGateArea;802.0;µm²
grt_max_degree;17;
io_count;56;
cap_viol_max_count;0;
ys.warnings.count;1;
share_of_post_route_cells_with_drive_strength_above_1;23.16;%
syn-instance-count;108;
synth_top_cell_by_area;edfxtp_1;
slew_violations;0;
power.total;1.383;mW
grt_first_pass_wirelength;8.231;mm
setup_total_negative_slack;0;ns
worst_slew_margin_relative_to_its_limit;38.70;%
clk_root_buffer_cell;clkbuf_8;
io_buffer_count;55;
hold_path.startpoint;WriteData[7];
crit_path_top_delay_cell;mux4_1;
power_per_cell_area;380.0;nW/µm²
n_antenna_cell;0;
path summary, 6_finish.rpt:
kind                          end  cells after the start  slack (ns)
setup / recovery        ReadRT[4]                      4        0.70
hold / removal    Registers[1][7]                      1        1.15
cell usage in the layout (no fill, tap or decap), types with 2 or more instances in the layout:
| cell type | Yosys | routed |
|---|---|---|
| edfxtp_1 | 64 | 64 |
| clkinv_2 | 0 | 3 |
| mux4_1 | 12 | 12 |
| buf_4 | 0 | 7 |
| clkdlybuf4s50_1 | 0 | 55 |
| clkbuf_8 | 0 | 9 |
| mux4_2 | 20 | 20 |
| and3b_1 | 2 | 2 |
metrics by stage:
stage / cells / setup slack [ns]
detailed placement: 270 / 0.6854
floorplan: 108 / 1.694
global placement: 270 / 0.6905
finish: 285 / 0.7038
global route: 285 / 0.5815
CTS: 285 / 0.6744
area by class of cell:
type	instances	area share [%]
clock inverter	5	1.341
sequential	64	52.82
clock buffer	10	3.508
tap	108	3.714
timing repair buffer	62	16.57
multi-input combinational	36	22.04
per-layer routing:
metal | track usage (%) | vias up
met2 | 19.28 | 101
li1 | - | 627
met1 | 14.83 | 698
met3 | 9.668 | 6
met5 | 0 | -
met4 | 0.8037 | 0
cells by family (layout without fill, tap and decap cells):
group	Yosys count	after routing	share of synthesized area, %
flops	64	64	68.60
simple gates	4	4	1.117
buf+inv	8	77	2.948
mux	32	32	27.33
critical path, delay by kind of cell:
kind | cells | cell delay (ns)
buf+inv | 3 | 1.20
mux | 1 | 0.62
power breakdown:
group	internal (mW)	leakage (nW)	switching (mW)
clock	0.265	0.0933	0.204
sequential	0.737	0.588	0.0112
combinational	0.114	0.527	0.0509
Power and IR drop assume default switching activity.
